<file path="./design.v">
module tanhPWL(
	input [15:0] x,
	output wire [15:0] y
);
reg [3:0] slope;
reg [15:0] bias;
reg [15:0] x_delta;
reg zero;
wire [15:0] x_ = (x - x_delta);
assign y = ((zero)? 0: ({{16{x_[15]}},x_} >> slope)) + bias;
always @(*) begin
	if({~x[15],x[14:0]} < (16'h7000)) begin  
		slope = 16'h0;
		zero = 1;
		x_delta = 16'hf000;
	end else 	if({~x[15],x[14:0]} < (16'h7c98)) begin  
		slope = 16'h0;
		zero = 1;
		x_delta = 16'hf000;
	end else 	if({~x[15],x[14:0]} < (16'h7dd8)) begin  
		slope = 16'h2;  
		zero = 0;
		x_delta = 16'hfc98;
	end else 	if({~x[15],x[14:0]} < (16'h7ee8)) begin  
		slope = 16'h1;  
		zero = 0;
		x_delta = 16'hfdd8;
	end else 	if({~x[15],x[14:0]} < (16'h8118)) begin  
		slope = 16'h0;  
		zero = 0;
		x_delta = 16'hfee8;
	end else 	if({~x[15],x[14:0]} < (16'h8228)) begin  
		slope = 16'h1;  
		zero = 0;
		x_delta = 16'h118;
	end else 	if({~x[15],x[14:0]} < (16'h8368)) begin  
		slope = 16'h2;  
		zero = 0;
		x_delta = 16'h228;
	end else begin
		slope = 16'h0;  
		zero = 1;
		x_delta = 16'h368;
	end
	if({~x[15],x[14:0]} < (16'h7000)) begin  
		bias = 16'h0;  
	end else 	if({~x[15],x[14:0]} < (16'h79d8)) begin  
		bias = 16'hfdfd;  
	end else 	if({~x[15],x[14:0]} < (16'h7b80)) begin  
		bias = 16'hfe06;  
	end else 	if({~x[15],x[14:0]} < (16'h7c18)) begin  
		bias = 16'hfe0f;  
	end else 	if({~x[15],x[14:0]} < (16'h7c80)) begin  
		bias = 16'hfe18;  
	end else 	if({~x[15],x[14:0]} < (16'h7cc0)) begin  
		bias = 16'hfe22;  
	end else 	if({~x[15],x[14:0]} < (16'h7d38)) begin  
		bias = 16'hfe19;  
	end else 	if({~x[15],x[14:0]} < (16'h7db0)) begin  
		bias = 16'hfe11;  
	end else 	if({~x[15],x[14:0]} < (16'h7dd8)) begin  
		bias = 16'hfe1a;  
	end else 	if({~x[15],x[14:0]} < (16'h7de8)) begin  
		bias = 16'hfe6e;  
	end else 	if({~x[15],x[14:0]} < (16'h7ea0)) begin  
		bias = 16'hfe65;  
	end else 	if({~x[15],x[14:0]} < (16'h7ed8)) begin  
		bias = 16'hfe6f;  
	end else 	if({~x[15],x[14:0]} < (16'h7ee8)) begin  
		bias = 16'hfe79;  
	end else 	if({~x[15],x[14:0]} < (16'h7ef0)) begin  
		bias = 16'hff05;  
	end else 	if({~x[15],x[14:0]} < (16'h7f18)) begin  
		bias = 16'hfefc;  
	end else 	if({~x[15],x[14:0]} < (16'h7f50)) begin  
		bias = 16'hfef4;  
	end else 	if({~x[15],x[14:0]} < (16'h8068)) begin  
		bias = 16'hfeec;  
	end else 	if({~x[15],x[14:0]} < (16'h80c8)) begin  
		bias = 16'hfee4;  
	end else 	if({~x[15],x[14:0]} < (16'h8100)) begin  
		bias = 16'hfedb;  
	end else 	if({~x[15],x[14:0]} < (16'h8118)) begin  
		bias = 16'hfed2;  
	end else 	if({~x[15],x[14:0]} < (16'h8140)) begin  
		bias = 16'h102;  
	end else 	if({~x[15],x[14:0]} < (16'h8178)) begin  
		bias = 16'h10b;  
	end else 	if({~x[15],x[14:0]} < (16'h8228)) begin  
		bias = 16'h113;  
	end else 	if({~x[15],x[14:0]} < (16'h8340)) begin  
		bias = 16'h199;  
	end else 	if({~x[15],x[14:0]} < (16'h8368)) begin  
		bias = 16'h190;  
	end else 	if({~x[15],x[14:0]} < (16'h83b8)) begin  
		bias = 16'h1e2;  
	end else 	if({~x[15],x[14:0]} < (16'h8428)) begin  
		bias = 16'h1eb;  
	end else 	if({~x[15],x[14:0]} < (16'h84e0)) begin  
		bias = 16'h1f3;  
	end else begin
		bias = 16'h1fb;  
	end
end
endmodule
</file>
<file path="./run.sh">
#!/bin/bash
# OpenROAD 26Q1-2900-gdf79404cd8, Yosys 0.63+post, stock flow scripts
make -C /OpenROAD-flow-scripts/flow DESIGN_CONFIG=/design/flow/config.mk WORK_HOME=/design/flow/orfs finish
</file>
<file path="./config.mk">
export PLATFORM = sky130hd
export DESIGN_NAME = tanhPWL
export DESIGN_NICKNAME = tanhPWL
export VERILOG_FILES = /design/flow/design.v
export SDC_FILE = /design/flow/constraint.sdc
export NUM_CORES = 4
export LEC_CHECK = 1
export CORE_AREA = 10 10 114 114
export DIE_AREA = 0 0 124 124
</file>
<file path="./constraint.sdc">
current_design tanhPWL

set clk_period 11.5
set clk_io_pct 0.2

create_clock -name clk0 -period $clk_period

set non_clock_inputs [all_inputs -no_clocks]
set_input_delay [expr $clk_period * $clk_io_pct] -clock clk0 $non_clock_inputs
set_output_delay [expr $clk_period * $clk_io_pct] -clock clk0 [all_outputs]
</file>
==> datasheet_impl.txt <==
Summary of implementation characteristics

Parameter                              Value

Timing
  Setup repair after global routing missed its margin .................. false
  Headroom to the max-slew limit .................. 49.0%
  Final critical-path share of the clock period .................. 92.2%
  Total negative slack .................. 0 ns
  Number of hold-slack violations in the final timing report .................. 0
  Fin crit period .................. 10.60 ns
  Slew at the pin with the worst max-slew slack .................. 0.764 ns
  Number of pins exceeding their max-slew limit in the final report .................. 0
  Highest Clock Rate .................. 94.3 MHz
  Count of endpoints failing setup in the final report .................. 0

Synthesis
  Cell Type Count .................. 66
  Post-synth top cells .................. sky130_fd_sc_hd__a21oi_1, sky130_fd_sc_hd__nor2_1, sky130_fd_sc_hd__nand2_1
  Post-synth area from yosys stat .................. 0.00251 mm²
  Syn avg cell area .................. 6.60 µm²
  Register area share after synthesis .................. 0%
  Top cells by area .................. sky130_fd_sc_hd__ha_1, sky130_fd_sc_hd__a21oi_1, sky130_fd_sc_hd__xnor2_1
  Instance count of the mapped netlist .................. 381
  Tally of yosys warning messages .................. 1
  Cell area after synthesis .................. 0.00251 mm²
  Cell accounting for the most synthesized area .................. sky130_fd_sc_hd__ha_1
  Share of the synthesized area in the top cell type .................. 13.4%
  Number of cell instances after yosys synthesis .................. 381
  Synth top cell by count .................. sky130_fd_sc_hd__a21oi_1

Critical path
  Critical path start-end classification .................. in2out
  Total stage count of the critical path .................. 24
  Worst Setup EP .................. y[15]
  Longest individual stage delay on the worst path .................. 0.77 ns
  Required time of the critical path .................. 9.20 ns
  Critical path startpoint category .................. input pin
  Highest fanout seen on the critical path .................. 11
  Family with the most delay on the worst path .................. AND-OR/OR-AND gates
  CP Data Arrival Time .................. 8.30 ns
  Type of destination of the critical path .................. output pin
  WP buf/inv .................. 3
  Critical Path Slowest Stage Cell .................. sky130_fd_sc_hd__clkdlybuf4s50_1
  Ordered list of cells on the worst path .................. clkdlybuf4s50_1 -> and3_1 -> nand2_1 -> o21ai_1 -> ha_1 -> inv_1 -> fa_1 -> a211oi_1 -> o21bai_1 -> a21oi_1 -> xnor2_1 -> a21boi_0 -> o21bai_1 -> nor2_1 -> a211oi_1 -> ha_1 -> nand2_1 -> o21ai_0 -> nor2_1 -> a21oi_1 -> a41o_1 -> o41a_1 -> xnor2_1 -> clkdlybuf4s50_1
  Launch point of the critical path .................. x[10]

Power and ir drop
  Total design power .................. 0.000170 W
  Maximum resistive drop on vdd .................. 0.0267 mV
  Leakage .................. 1.17 nW
  PD cells .................. 58.0 mW/mm²

Global route
  Global Route met1 Usage .................. 13.5%
  Via count of the first global-routing pass .................. 2743
  Global-route total usage across every layer .................. 10.0%
  Met2 capacity usage during global routing .................. 17.5%
  Antenna violations before repair .................. 0
  Total gr overflow .................. 0
  Met3 usage .................. 0.826%
  Wire length of the first global-routing pass .................. 13100 µm
  Busiest metal layer after global routing .................. met2
  Pin count of the biggest net entering global routing .................. 20

Final layout
  Util after Layout .................. 28.1%
  Post-route insts no fill .................. 533
  Area occupied by registers .................. 0 µm²
  Layout cell share with drive strength beyond 1 .................. 7.05%
  Area added between synthesis and finish .................. 16.4%
  Registers .................. 0
  Filler cell count .................. 1145
  Clock buf count .................. 0

Placement
  Post-placement cell count .................. 533
  Weighted congestion reported at the end of routability-driven placement .................. 1.00
  I/O Buffers .................. 32
  Sum of net half-perimeters after detailed placement .................. 6180 µm

Drt
  Number of nets still failing antenna checks after routing .................. 0
  TritonRoute pass-1 iters .................. 5
  Post-DR vias/cell .................. 5.26
  WL/cell .................. 14.1 µm
  Number of antenna repair diodes .................. 0
  1st-iter DRT viols .................. 198
  Detailed-route via count .................. 2806
  Sum of routed wire length over all layers .................. 7530 µm
  Number of remaining DRC errors .................. 0

Job
  OpenROAD warning count .................. 32
  Number of maximum-capacitance constraint violations .................. 0

Floorplan
  Die width .................. 124 µm
  Num ports .................. 32
  Die outline area .................. 0.0154 mm²
  Core area .................. 0.0104 mm²
  Vertical extent of the die .................. 124 µm
  FP Rows .................. 37
  FP Util .................. 24.1%

Outcome
  Status .................. completed

Worst hold path
  Class of the tightest hold or removal check .................. in2out

Clock tree
  # resized after CTS .................. 0
  Number of hold buffers added after CTS .................. 0
  Number of post-CTS setup repair buffers .................. 0
[report_power, final]
part           total (W)  switching (W)  internal, W
clock                  0              0            0
sequential             0              0            0
combinational   0.000170      0.0000860    0.0000839
total           0.000170      0.0000860    0.0000839
[cell usage in the layout (no fill, tap or decap), types with 2 or more instances in the layout]
| cell type | instances |
|---|---|
| sky130_fd_sc_hd__a21oi_1 | 40 |
| sky130_fd_sc_hd__nor2_1 | 39 |
| sky130_fd_sc_hd__nand2_1 | 37 |
| sky130_fd_sc_hd__clkdlybuf4s50_1 | 32 |
| sky130_fd_sc_hd__o21ai_0 | 29 |
| sky130_fd_sc_hd__ha_1 | 27 |
| sky130_fd_sc_hd__xnor2_1 | 17 |
| sky130_fd_sc_hd__a211oi_1 | 15 |
| sky130_fd_sc_hd__nor3_1 | 13 |
| sky130_fd_sc_hd__inv_1 | 12 |
| sky130_fd_sc_hd__a21o_1 | 9 |
| sky130_fd_sc_hd__nor2b_1 | 9 |
| sky130_fd_sc_hd__o21a_1 | 8 |
| sky130_fd_sc_hd__and3_1 | 8 |
| sky130_fd_sc_hd__nand3_1 | 7 |
| sky130_fd_sc_hd__or2_2 | 7 |
| sky130_fd_sc_hd__xor2_1 | 7 |
| sky130_fd_sc_hd__o21bai_1 | 5 |
| sky130_fd_sc_hd__a31oi_1 | 5 |
| sky130_fd_sc_hd__and2_1 | 4 |
| sky130_fd_sc_hd__mux2i_1 | 4 |
| sky130_fd_sc_hd__o31a_1 | 4 |
| sky130_fd_sc_hd__or3_1 | 3 |
| sky130_fd_sc_hd__buf_4 | 3 |
| sky130_fd_sc_hd__nor3b_1 | 2 |
| sky130_fd_sc_hd__nand2b_1 | 2 |
| sky130_fd_sc_hd__o21ai_1 | 2 |
| sky130_fd_sc_hd__o21ai_2 | 2 |
| sky130_fd_sc_hd__o211a_1 | 2 |
| sky130_fd_sc_hd__a21bo_2 | 2 |
| sky130_fd_sc_hd__a21boi_0 | 2 |
| sky130_fd_sc_hd__nand3b_1 | 2 |
| sky130_fd_sc_hd__nor4b_1 | 2 |
| sky130_fd_sc_hd__o311ai_0 | 2 |
| sky130_fd_sc_hd__a31o_2 | 2 |
| sky130_fd_sc_hd__a2111oi_0 | 2 |
| sky130_fd_sc_hd__fa_1 | 2 |
[area by class of cell]
type                       count  area (µm²)  area share [%]
multi-input combinational    349        2360            80.8
timing repair buffer          35         343            11.7
tap                          136         170            5.81
inverter                      13        48.8            1.67
[worst min path at each step]
stage         start   end  slack, ns  cells after the start
CTS            x[0]  y[0]       5.93                      5
global route   x[0]  y[0]       5.96                      5
finish         x[0]  y[0]       5.92                      5
[through the flow]
stage	worst slack [ns]	cell area [µm²]	hold WS, ns
floorplan	2.71	2510	4.96
global placement	0.843	2930	5.91
detailed placement	0.960	2930	5.91
CTS	0.896	2930	5.93
global route	0.420	2930	5.96
finish	0.898	2930	5.92
[worst min-delay path, cell delays in order]
cell and delay, ns:
sky130_fd_sc_hd__clkdlybuf4s50_1 0.43, sky130_fd_sc_hd__nand2_1 0.07, sky130_fd_sc_hd__a311oi_1 0.09, sky130_fd_sc_hd__ha_1 0.31, sky130_fd_sc_hd__clkdlybuf4s50_1 0.42
[layer usage]
layer | vias up | share of wire [%]
met5 | - | 0
met4 | 0 | 1.5
met2 | 66 | 48
met3 | 12 | 4.2
met1 | 1280 | 46
li1 | 1448 | -
[cell families after synthesis]
family	Yosys count	share of synthesized area, %
compound gates	147	39.0
buf+inv	32	5.92
simple gates	143	28.8
mux	6	2.94
fa+ha+maj	29	15.0
xor+xnor	24	8.36
Power figures rest on the tool's default switching activity, not on a simulated workload.
