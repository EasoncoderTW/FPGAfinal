==> /design/flow/design.v <==
module sigmoidPWL(
	input [15:0] x,
	output wire [15:0] y
);
reg [4:0] slope;
reg [15:0] bias;
reg [15:0] x_delta;
reg zero;
wire [15:0] x_ = (x - x_delta);
assign y = ((zero)? 0: ({{16{x_[15]}},x_} >> slope)) + bias;
always @(*) begin
	if({~x[15],x[14:0]} < (16'h7000)) begin  
		slope = 16'h0;
		zero = 1;
		x_delta = 16'hf000;
	end else 	if({~x[15],x[14:0]} < (16'h77c0)) begin  
		slope = 16'h0;
		zero = 1;
		x_delta = 16'hf000;
	end else 	if({~x[15],x[14:0]} < (16'h7a18)) begin  
		slope = 16'h5;  
		zero = 0;
		x_delta = 16'hf7c0;
	end else 	if({~x[15],x[14:0]} < (16'h7bb8)) begin  
		slope = 16'h4;  
		zero = 0;
		x_delta = 16'hfa18;
	end else 	if({~x[15],x[14:0]} < (16'h7dd0)) begin  
		slope = 16'h3;  
		zero = 0;
		x_delta = 16'hfbb8;
	end else 	if({~x[15],x[14:0]} < (16'h8230)) begin  
		slope = 16'h2;  
		zero = 0;
		x_delta = 16'hfdd0;
	end else 	if({~x[15],x[14:0]} < (16'h8448)) begin  
		slope = 16'h3;  
		zero = 0;
		x_delta = 16'h230;
	end else 	if({~x[15],x[14:0]} < (16'h85e8)) begin  
		slope = 16'h4;  
		zero = 0;
		x_delta = 16'h448;
	end else 	if({~x[15],x[14:0]} < (16'h8840)) begin  
		slope = 16'h5;  
		zero = 0;
		x_delta = 16'h5e8;
	end else begin
		slope = 16'h0;  
		zero = 1;
		x_delta = 16'h840;
	end
	if({~x[15],x[14:0]} < (16'h76d0)) begin  
		bias = 16'h0;  
	end else 	if({~x[15],x[14:0]} < (16'h7a18)) begin  
		bias = 16'h8;  
	end else 	if({~x[15],x[14:0]} < (16'h7bb8)) begin  
		bias = 16'h1c;  
	end else 	if({~x[15],x[14:0]} < (16'h7c08)) begin  
		bias = 16'h39;  
	end else 	if({~x[15],x[14:0]} < (16'h7d20)) begin  
		bias = 16'h30;  
	end else 	if({~x[15],x[14:0]} < (16'h7dd0)) begin  
		bias = 16'h38;  
	end else 	if({~x[15],x[14:0]} < (16'h7df0)) begin  
		bias = 16'h84;  
	end else 	if({~x[15],x[14:0]} < (16'h7f20)) begin  
		bias = 16'h7a;  
	end else 	if({~x[15],x[14:0]} < (16'h81e8)) begin  
		bias = 16'h71;  
	end else 	if({~x[15],x[14:0]} < (16'h8230)) begin  
		bias = 16'h67;  
	end else 	if({~x[15],x[14:0]} < (16'h82f0)) begin  
		bias = 16'h183;  
	end else 	if({~x[15],x[14:0]} < (16'h8448)) begin  
		bias = 16'h18b;  
	end else 	if({~x[15],x[14:0]} < (16'h85e8)) begin  
		bias = 16'h1cd;  
	end else 	if({~x[15],x[14:0]} < (16'h8840)) begin  
		bias = 16'h1ea;  
	end else begin
		bias = 16'h1fb;  
	end
end
endmodule
==> /design/flow/run.sh <==
#!/bin/bash
# OpenROAD 26Q1-2900-gdf79404cd8, Yosys 0.63+post, stock flow scripts
make -C /OpenROAD-flow-scripts/flow DESIGN_CONFIG=/design/flow/config.mk WORK_HOME=/design/flow/orfs finish
==> /design/flow/config.mk <==
export PLATFORM = sky130hd
export DESIGN_NAME = sigmoidPWL
export DESIGN_NICKNAME = sigmoidPWL
export VERILOG_FILES = /design/flow/design.v
export SDC_FILE = /design/flow/constraint.sdc
export NUM_CORES = 4
export LEC_CHECK = 1
export CORE_UTILIZATION = 30
==> /design/flow/constraint.sdc <==
current_design sigmoidPWL

set clk_period 9.8
set clk_io_pct 0.2

create_clock -name clk0 -period $clk_period

set non_clock_inputs [all_inputs -no_clocks]
set_input_delay [expr $clk_period * $clk_io_pct] -clock clk0 $non_clock_inputs
set_output_delay [expr $clk_period * $clk_io_pct] -clock clk0 [all_outputs]
==> git commit body <==
Add synthesis and place-and-route results

- Share of the core filled by cells before placement: 30.94%
* Leakage: 0.001101 uW
* Number of pins with negative max-slew slack in the final report: 0
* Total vias in the final route: 2156
- The core region is 0.006314 mm^2.
- Storage cell area: 0 um^2
- FF+latch count: 0
- Fillers: 684
* Clock buffers: 0
- Adding up every negative setup slack in the final design gives 0 ns.
- Data arrives at the worst endpoint at 7.41 ns.
* Data required time at the worst endpoint: 7.84 ns
* DRT iter0 DRCs: 130
- Measured against its own limit, the worst slew margin works out to 63.38%.
- Wire length of the first global-routing pass: 9011 um
- Horizontal die dimension: 82.69 um
- Highest net fanout along the worst path: 5
- Setup violators final: 0
- CP endpoint kind: primary output
* Cell area after placement: 0.002386 mm^2
* Post-route design area: 0.002401 mm^2
- Post-route non-filler standard cell count: 398
* Vertical die dimension: 82.69 um
* Total I/O pin count: 32
* Overall die area: 0.006837 mm^2
* Total standard cell area after synthesis: 0.001953 mm^2
- Across every metal layer, demand over resource in global routing totals 16.95%.
- OpenROAD reports that the post-layout worst path occupies 95.60% of the period.
- In the post-route report, total wirelength is listed as 5356 um.
* Min-delay worst type: in -> out
- Pin count of the biggest net entering global routing: 20
- Final Hold Fails: 0
* RSZ-0062 raised after global routing: false
- Per the repair_timing log after CTS, setup buffers inserted total 0.
- Yosys synthesis chip area: 0.001953 mm^2
* Count of warnings emitted by yosys: 1
* Drt drc: 0
* Element type at the critical path start: primary input
* Number of warning messages in the logs: 34
- The initial antenna violation count came to 0.
- Across the run, the number of max-cap violations was 0.
- Peak supply drop: 0.03007 mV
- Mapped Cells: 289
* Routed length per placed instance: 13.46 um
- Outcome: completed
- In the final layout, the share of cells above drive strength 1 is 9.346%.
- The setup path with the least slack is of type in -> out.
* Proportion of synthesized chip area in sequential cells: 0%
- Number of iterations in the first detailed-routing pass: 4
* Number of global-route vias before repair: 1947
- The design draws 190.3 uW.
- The final weighted congestion recorded by global placement is 0.9507.
- Total placed cells including tap cells: 398
- At the pin with the least slew margin, the transition time is 0.5442 ns.
- Floorplan row count: 29
- Number of hold buffers added after CTS: 0
- In this run the layout overhead on the synthesized area is reported as 22.93%.
- Power per unit of standard cell area: 79.25 mW/mm^2
- After synthesis, the mean cell area works out to 6.758 um^2.
- The number of cells reported by Yosys stat comes to 289.
- Number of I/O port buffers: 30
- Per the synthesis report, the number of distinct cell types is 62.
- Maximum operating frequency: 106.7 MHz
- Total antenna diodes in the routed design: 0
* Detailed Place HPWL: 4449 um
* Finished Core Util: 38.03%
- In this run the remaining antenna-violating nets after routing total 0.
- Most instantiated logic cells after routing: sky130_fd_sc_hd__nor2_1, sky130_fd_sc_hd__a21oi_1, sky130_fd_sc_hd__nand2_1
- Post-detailed-route via-to-cell ratio: 5.417
- The worst path needs 9.369 ns of the cycle, external delays included.
- Global routing finished with a remaining overflow of 0.
## worst paths after layout
kind | to | cells after the start | start | slack, ns
hold / removal | y[10] | 7 | x[14] | 5.14
setup / recovery | y[10] | 25 | x[12] | 0.43
## power by group
part / internal, uW / total, uW / switching, uW / leakage [uW]
Combinational: 99.7 / 190 / 90.6 / 0.00110
Clock: 0 / 0 / 0 / 0
Sequential: 0 / 0 / 0 / 0
## area by class of cell
| type | count | area [um^2] | area share, % |
|---|---|---|---|
| Timing Repair Buffer | 43 | 412.9 | 17.20 |
| Tap cell | 77 | 96.34 | 4.013 |
| Multi-Input combinational cell | 261 | 1828 | 76.13 |
| Inverter | 17 | 63.81 | 2.658 |
## Yosys cell counts (2+ instances only)
master / count / share of area [%]
sky130_fd_sc_hd__a211oi_1: 4 / 1.5
sky130_fd_sc_hd__fa_1: 2 / 2.1
sky130_fd_sc_hd__buf_2: 7 / 1.8
sky130_fd_sc_hd__xor2_1: 9 / 4.0
sky130_fd_sc_hd__nand4_1: 2 / 0.64
sky130_fd_sc_hd__nor2_1: 30 / 5.8
sky130_fd_sc_hd__nand3_1: 6 / 1.5
sky130_fd_sc_hd__clkinv_1: 2 / 0.38
sky130_fd_sc_hd__a31oi_1: 7 / 2.2
sky130_fd_sc_hd__nor4_1: 3 / 0.96
sky130_fd_sc_hd__o211ai_1: 5 / 1.9
sky130_fd_sc_hd__clkbuf_1: 2 / 0.38
sky130_fd_sc_hd__a31o_2: 2 / 0.90
sky130_fd_sc_hd__o31a_1: 2 / 0.90
sky130_fd_sc_hd__nand2_1: 28 / 5.4
sky130_fd_sc_hd__o21ai_1: 3 / 0.77
sky130_fd_sc_hd__ha_1: 21 / 13
sky130_fd_sc_hd__o21bai_1: 3 / 1.2
sky130_fd_sc_hd__inv_1: 15 / 2.9
sky130_fd_sc_hd__mux2i_1: 8 / 4.1
sky130_fd_sc_hd__a21oi_1: 30 / 7.7
sky130_fd_sc_hd__o22ai_1: 5 / 1.6
sky130_fd_sc_hd__o21a_1: 6 / 2.3
sky130_fd_sc_hd__xnor2_1: 13 / 5.8
sky130_fd_sc_hd__o21ai_0: 10 / 2.6
sky130_fd_sc_hd__nand2b_1: 2 / 0.64
sky130_fd_sc_hd__nand3b_1: 2 / 0.77
sky130_fd_sc_hd__o31ai_1: 3 / 1.2
sky130_fd_sc_hd__a21o_1: 7 / 2.7
sky130_fd_sc_hd__nor3_1: 10 / 2.6
sky130_fd_sc_hd__o2111ai_1: 3 / 1.3
sky130_fd_sc_hd__nor2b_1: 7 / 2.2
## per-layer routing
| layer | part of all wire, % | global-route usage [%] |
|---|---|---|
| met3 | 5.6 | 0.7804 |
| met5 | 0 | 0 |
| met1 | 46 | 23.87 |
| met4 | 1.6 | 2.759 |
| met2 | 46 | 29.02 |
## per-stage QoR
step	setup slack (ns)	hold slack, ns
3_5_place_dp	0.4154	5.253
2_1_floorplan	1.897	4.219
5_1_grt	0.005000	5.280
4_1_cts	0.3786	5.269
3_3_place_gp	0.3956	5.303
6_report	0.4313	5.135
## worst max-delay path, cell delays in order
cell and delay [ns]:
sky130_fd_sc_hd__clkdlybuf4s50_1 0.56, sky130_fd_sc_hd__nor4_4 0.41, sky130_fd_sc_hd__o211ai_1 0.23, sky130_fd_sc_hd__and3_4 0.26, sky130_fd_sc_hd__nand2_1 0.09, sky130_fd_sc_hd__a21oi_1 0.08, sky130_fd_sc_hd__ha_1 0.22, sky130_fd_sc_hd__fa_1 0.41
sky130_fd_sc_hd__nor2b_1 0.16, sky130_fd_sc_hd__o21a_1 0.13, sky130_fd_sc_hd__nor2_1 0.05, sky130_fd_sc_hd__xnor2_1 0.21, sky130_fd_sc_hd__mux2i_1 0.15, sky130_fd_sc_hd__a211oi_1 0.29, sky130_fd_sc_hd__ha_1 0.31, sky130_fd_sc_hd__a21o_1 0.19
sky130_fd_sc_hd__a21oi_1 0.19, sky130_fd_sc_hd__o21bai_1 0.08, sky130_fd_sc_hd__a21oi_1 0.21, sky130_fd_sc_hd__o21bai_1 0.08, sky130_fd_sc_hd__a21oi_1 0.20, sky130_fd_sc_hd__nor2b_1 0.09, sky130_fd_sc_hd__o21ai_1 0.20, sky130_fd_sc_hd__xor2_1 0.16
sky130_fd_sc_hd__clkdlybuf4s50_1 0.47
## cell families (layout without fill, tap and decap cells)
family / Yosys count / count (layout) / synth area share (%)
AND-OR/OR-AND: 104 / 104 / 36.52
XOR/XNOR: 22 / 22 / 9.866
adder cells (fa/ha/maj): 23 / 23 / 15.50
buffers and inverters: 28 / 60 / 6.406
multiplexers: 10 / 10 / 5.445
AND/OR/NAND/NOR: 102 / 102 / 26.27
## timing repair
item	in CTS	in global routing
setup endpoints to repair	0	6
resized	0	6
hold endpoints to repair	0	0
Power and IR drop assume default switching activity.
