--- run.sh ---
#!/bin/bash
# OpenROAD 26Q1-2900-gdf79404cd8, Yosys 0.63+post, stock flow scripts
make -C /OpenROAD-flow-scripts/flow DESIGN_CONFIG=/design/flow/config.mk WORK_HOME=/design/flow/orfs finish
--- design.v ---
module siluPWL(
	input [15:0] x,
	output wire [15:0] y
);
reg [3:0] slope;
reg [15:0] bias;
reg [15:0] x_delta;
reg zero;
wire [15:0] x_ = (x - x_delta);
assign y = ((zero)? 0: ({{16{x_[15]}},x_} >> slope)) + bias;
always @(*) begin
	if({~x[15],x[14:0]} < (16'h7000)) begin  
		slope = 16'h0;
		zero = 1;
		x_delta = 16'hf000;
	end else 	if({~x[15],x[14:0]} < (16'h7e50)) begin  
		slope = 16'h0;
		zero = 1;
		x_delta = 16'hf000;
	end else 	if({~x[15],x[14:0]} < (16'h7f80)) begin  
		slope = 16'h2;  
		zero = 0;
		x_delta = 16'hfe50;
	end else 	if({~x[15],x[14:0]} < (16'h8108)) begin  
		slope = 16'h1;  
		zero = 0;
		x_delta = 16'hff80;
	end else begin
		slope = 16'h0;  
		zero = 0;
		x_delta = 16'h108;
	end
	if({~x[15],x[14:0]} < (16'h7310)) begin  
		bias = 16'h0;  
	end else 	if({~x[15],x[14:0]} < (16'h7558)) begin  
		bias = 16'hfff8;  
	end else 	if({~x[15],x[14:0]} < (16'h7690)) begin  
		bias = 16'hfff0;  
	end else 	if({~x[15],x[14:0]} < (16'h7760)) begin  
		bias = 16'hffe8;  
	end else 	if({~x[15],x[14:0]} < (16'h7808)) begin  
		bias = 16'hffe0;  
	end else 	if({~x[15],x[14:0]} < (16'h7898)) begin  
		bias = 16'hffd8;  
	end else 	if({~x[15],x[14:0]} < (16'h7918)) begin  
		bias = 16'hffcf;  
	end else 	if({~x[15],x[14:0]} < (16'h7988)) begin  
		bias = 16'hffc7;  
	end else 	if({~x[15],x[14:0]} < (16'h79f0)) begin  
		bias = 16'hffbe;  
	end else 	if({~x[15],x[14:0]} < (16'h7a58)) begin  
		bias = 16'hffb5;  
	end else 	if({~x[15],x[14:0]} < (16'h7ab0)) begin  
		bias = 16'hffac;  
	end else 	if({~x[15],x[14:0]} < (16'h7b08)) begin  
		bias = 16'hffa4;  
	end else 	if({~x[15],x[14:0]} < (16'h7b60)) begin  
		bias = 16'hff9b;  
	end else 	if({~x[15],x[14:0]} < (16'h7bb8)) begin  
		bias = 16'hff92;  
	end else 	if({~x[15],x[14:0]} < (16'h7c10)) begin  
		bias = 16'hff8a;  
	end else 	if({~x[15],x[14:0]} < (16'h7c80)) begin  
		bias = 16'hff81;  
	end else 	if({~x[15],x[14:0]} < (16'h7d20)) begin  
		bias = 16'hff78;  
	end else 	if({~x[15],x[14:0]} < (16'h7df0)) begin  
		bias = 16'hff70;  
	end else 	if({~x[15],x[14:0]} < (16'h7ed0)) begin  
		bias = 16'hff79;  
	end else 	if({~x[15],x[14:0]} < (16'h7f48)) begin  
		bias = 16'hff71;  
	end else 	if({~x[15],x[14:0]} < (16'h7f80)) begin  
		bias = 16'hff7a;  
	end else 	if({~x[15],x[14:0]} < (16'h7f90)) begin  
		bias = 16'hffcc;  
	end else 	if({~x[15],x[14:0]} < (16'h8088)) begin  
		bias = 16'hffc3;  
	end else 	if({~x[15],x[14:0]} < (16'h80c8)) begin  
		bias = 16'hffcd;  
	end else 	if({~x[15],x[14:0]} < (16'h80f8)) begin  
		bias = 16'hffd7;  
	end else 	if({~x[15],x[14:0]} < (16'h8108)) begin  
		bias = 16'hffe2;  
	end else 	if({~x[15],x[14:0]} < (16'h8118)) begin  
		bias = 16'ha8;  
	end else 	if({~x[15],x[14:0]} < (16'h8148)) begin  
		bias = 16'h9d;  
	end else 	if({~x[15],x[14:0]} < (16'h8180)) begin  
		bias = 16'h93;  
	end else 	if({~x[15],x[14:0]} < (16'h81c8)) begin  
		bias = 16'h89;  
	end else 	if({~x[15],x[14:0]} < (16'h8268)) begin  
		bias = 16'h7f;  
	end else 	if({~x[15],x[14:0]} < (16'h82f0)) begin  
		bias = 16'h76;  
	end else 	if({~x[15],x[14:0]} < (16'h8380)) begin  
		bias = 16'h7e;  
	end else 	if({~x[15],x[14:0]} < (16'h83e8)) begin  
		bias = 16'h86;  
	end else 	if({~x[15],x[14:0]} < (16'h8448)) begin  
		bias = 16'h8f;  
	end else 	if({~x[15],x[14:0]} < (16'h84a0)) begin  
		bias = 16'h98;  
	end else 	if({~x[15],x[14:0]} < (16'h84f0)) begin  
		bias = 16'ha0;  
	end else 	if({~x[15],x[14:0]} < (16'h8540)) begin  
		bias = 16'ha8;  
	end else 	if({~x[15],x[14:0]} < (16'h8598)) begin  
		bias = 16'hb0;  
	end else 	if({~x[15],x[14:0]} < (16'h85f8)) begin  
		bias = 16'hb9;  
	end else 	if({~x[15],x[14:0]} < (16'h8660)) begin  
		bias = 16'hc2;  
	end else 	if({~x[15],x[14:0]} < (16'h86c8)) begin  
		bias = 16'hca;  
	end else 	if({~x[15],x[14:0]} < (16'h8748)) begin  
		bias = 16'hd3;  
	end else 	if({~x[15],x[14:0]} < (16'h87d0)) begin  
		bias = 16'hdb;  
	end else 	if({~x[15],x[14:0]} < (16'h8880)) begin  
		bias = 16'he4;  
	end else 	if({~x[15],x[14:0]} < (16'h8948)) begin  
		bias = 16'hec;  
	end else 	if({~x[15],x[14:0]} < (16'h8a60)) begin  
		bias = 16'hf4;  
	end else 	if({~x[15],x[14:0]} < (16'h8c40)) begin  
		bias = 16'hfc;  
	end else begin
		bias = 16'h104;  
	end
end
endmodule
--- constraint.sdc ---
current_design siluPWL

set clk_period 18.3
set clk_io_pct 0.2

create_clock -name clk0 -period $clk_period

set non_clock_inputs [all_inputs -no_clocks]
set_input_delay [expr $clk_period * $clk_io_pct] -clock clk0 $non_clock_inputs
set_output_delay [expr $clk_period * $clk_io_pct] -clock clk0 [all_outputs]
--- config.mk ---
export PLATFORM = sky130hd
export DESIGN_NAME = siluPWL
export DESIGN_NICKNAME = siluPWL
export VERILOG_FILES = /design/flow/design.v
export SDC_FILE = /design/flow/constraint.sdc
export NUM_CORES = 4
export LEC_CHECK = 1
export CORE_UTILIZATION = 40
==> results_slide.txt <==
Run Summary

Status
  • Status: complete, no violations

Final timing
  • Tcrit/Tclk final: 0.7572
  • Final setup TNS: 0 ns
  • Max Clk Rate: 72.17 MHz
  • Max Slew Vio Count: 0
  • Fin crit period: 13.86 ns
  • Tightest Pin Transition: 0.8914 ns
  • Unrepaired setup endpoints after global routing: false
  • Final setup fails: 0
  • Worst-case hold slack: 8.756 ns
  • Fin. Hold Viols: 0
  • Worst rel slew slack: 0.3903

Floorplan
  • Fp_density: 0.4118
  • Chip area: 7816 sq um
  • Height of the die: 88.41 microns
  • Die width: 88.41 microns
  • Core outline area: 7253 sq um
  • Row cnt: 31
  • Ports: 32

Critical path
  • Cell Chain, Critical Path: clkdlybuf4s50_1, or3_1, o31ai_1, a21o_1, inv_2, nor2_1, inv_1, ha_1, a21oi_1, nor2b_1, or3_1, a21oi_1, xnor2_1, nand3_1, o21ai_0, ha_1, a21o_1, a211o_1, a2bb2oi_1, a21o_1, nand3_1, a31oi_1, xnor2_1, clkdlybuf4s50_1
  • Crit Path Class: in2out
  • Worst path arrival time: 10.20 ns
  • Cell mode on critical path: a21o_1
  • Crit end category: output pin
  • Req. time, crit path: 14.64 ns
  • Slowest CP cell: clkdlybuf4s50_1
  • Biggest cell delay along the critical path: 0.87 ns
  • CP Max Fanout: 25
  • CP Launch Type: primary input

Synthesis
  • Adder Area Share: 0.1223
  • Post-synth mux share: 0.003351
  • Dominant comb cell: AND-OR/OR-AND gates
  • Yosys aoi share: 0.4282
  • Xor/xnor cell area share of the yosys netlist: 0.05865
  • Synthesis area per yosys: 2987 sq um
  • Mean Syn Cell Area: 6.133 sq um
  • Seq/Total Area, Yosys: 0
  • Yosys cell count: 487
  • Post-Syn Area: 2987 sq um
  • Unique cell type count in the Yosys netlist: 66
  • Warnings from Yosys: 1
  • Basic Gates by Area: 0.3196
  • Leading area contributor after synthesis: ha_1
  • Area leader share: 0.1089
  • Gate Count Post-Synth: 487
  • Top cells by area: ha_1, a21oi_1, o21ai_0

Placed design
  • GPL Wtd Cong: 0.9924
  • DP HPWL: 8049 microns
  • IO Port Bufs: 32

Global route
  • Grt ovf: 0
  • Largest net degree at the start of global routing: 46
  • Vias in the first global route: 3,430
  • First-pass GRT wire length: 17,860 microns
  • GRT Total Usage: 0.2933
  • Initial antenna violation count: 0

Power
  • PD cells: 40.60 nW/um^2
  • VDD IR-drop max: 0.02992 mV
  • Total power: 0.1359 mW
  • Leak: 1.280 nW

Layout
  • Final design utilization: 0.4616
  • Seq_cells: 0
  • Top cells excl fill/tap: a21oi_1, nand2_1, o21ai_0
  • Reg area: 0 sq um
  • Layout area overhead: 12.11%
  • Commonest Layout Cell: a21oi_1
  • # clk buffers: 0
  • Layout cells sized above 1: 0.04888

Detailed routing
  • Via density per instance: 6.503
  • DRT iter0 DRCs: 396
  • Routed wire length: 10,610 microns
  • Post-route ant nets: 0
  • ANT cells: 0
  • Detailed Routing Iterations Pass 1: 7
  • Via count: 3,837
  • WL/cell: 17.99 microns
  • DRC Markers: 0

Flow run
  • MaxCap Viol Count: 0
  • Log Warnings: 32

Worst hold path
  • Hold WC Path Type: in2out

Clocking
  • Hold buffers post-CTS: 0
  • Cts repair resizes: 0
  • Post-CTS Setup Repair Bufs: 0
==> power by group <==
| group | leakage, nW | switching [mW] | total [mW] | internal (mW) |
|---|---|---|---|---|
| Clock | 0 | 0 | 0 | 0 |
| Combinational | 1.28 | 0.0694 | 0.136 | 0.0666 |
| Sequential | 0 | 0 | 0 | 0 |
==> metrics by stage <==
| step | std cells | setup slack, ns | area (sq um) |
|---|---|---|---|
| 5_1_grt | 590 | 3.842 | 3348 |
| 2_1_floorplan | 487 | 6.811 | 2987 |
| 6_report | 590 | 4.443 | 3348 |
| 3_5_place_dp | 590 | 4.502 | 3348 |
| 3_3_place_gp | 590 | 4.639 | 3348 |
| 4_1_cts | 590 | 4.492 | 3348 |
==> metal layers <==
| metal | vias to the layer above | wire [microns] | GRT usage |
|---|---|---|---|
| met2 | 190 | 4902 | 0.4692 |
| met3 | 30 | 746 | 0.01987 |
| li1 | 1846 | - | - |
| met5 | - | 0 | 0 |
| met1 | 1771 | 4602 | 0.4267 |
| met4 | 0 | 362 | 0.08504 |
==> cells in the mapped netlist (all sizes together) (10+ instances only) <==
| library cell | number |
|---|---|
| o21ai | 45 |
| a31oi | 14 |
| a21o | 10 |
| inv | 16 |
| ha | 26 |
| xnor2 | 13 |
| buf | 11 |
| nor2 | 36 |
| a21oi | 60 |
| nand2 | 54 |
| nor3 | 15 |
| nand3 | 20 |
| clkbuf | 25 |
==> critical path: cells and delay by family <==
| kind | cells | cell delay [ns] |
|---|---|---|
| XOR/XNOR | 2 | 0.37 |
| adder cells (fa/ha/maj) | 2 | 0.64 |
| AND-OR/OR-AND | 10 | 2.22 |
| buffers and inverters | 4 | 1.73 |
| AND/OR/NAND/NOR | 6 | 1.58 |
==> cells by family after synthesis <==
| group | after synthesis |
|---|---|
| AND-OR/OR-AND | 198 |
| XOR/XNOR | 20 |
| adder cells (fa/ha/maj) | 28 |
| buffers and inverters | 52 |
| multiplexers | 1 |
| AND/OR/NAND/NOR | 188 |
==> cell type report <==
class	count	area (sq um)
multi-input combinational	435	2784
fill	793	3905
timing repair buffer	40	380.4
inverter	16	60.06
tap	99	123.9
==> worst paths after layout <==
path	to	cells past startpoint	start
max	y[15]	24	x[5]
min	y[0]	5	x[2]
Power is estimated from default activity; no workload was simulated.
